`run.sh`:
```
#!/bin/bash
# OpenROAD 26Q1-2900-gdf79404cd8, Yosys 0.63+post, stock flow scripts
make -C /OpenROAD-flow-scripts/flow DESIGN_CONFIG=/design/flow/config.mk WORK_HOME=/design/flow/orfs finish
```
`constraint.sdc`:
```
current_design clock_en

set clk_period 2.6
set clk_io_pct 0.2

create_clock -name clk0 -period $clk_period [get_ports {CLOCK}]

set non_clock_inputs [all_inputs -no_clocks]
set_input_delay [expr $clk_period * $clk_io_pct] -clock clk0 $non_clock_inputs
set_output_delay [expr $clk_period * $clk_io_pct] -clock clk0 [all_outputs]
```
`design.v`:
```
module clock_en
    #(parameter DIV_VALUE=75000)(
    input  RESET,
    input  EN,
    input  CLOCK,
    output DIV);
localparam DIV_WIDTH = $clog2(DIV_VALUE);
reg [DIV_WIDTH-1:0]cnt;
reg div_en;
assign DIV = div_en;
always @ (posedge CLOCK)
begin
    if (RESET) begin
        div_en <= 1'b0;
        cnt    <= 'b0;
    end
    else begin
        div_en <= 1'b0;
        if (EN) begin
            if (cnt < DIV_VALUE) begin
                cnt <= cnt + 'b1;
            end
            else begin
                div_en <= 1'b1;
                cnt    <= 7'b0;
            end
        end
    end
end
endmodule
```
`config.mk`:
```
export PLATFORM = sky130hd
export DESIGN_NAME = clock_en
export DESIGN_NICKNAME = clock_en
export VERILOG_FILES = /design/flow/design.v
export SDC_FILE = /design/flow/constraint.sdc
export NUM_CORES = 4
export LEC_CHECK = 1
export CORE_AREA = 10 10 74 74
export DIE_AREA = 0 0 84 84
```
==> impl_metrics.tcl <==
# metrics dict for downstream scripts
set metrics [dict create \
    final_cell_area_um2 1091 \
    wirelength_mm 1.983 \
    drive_gt1_frac 0.1215 \
    yosys-stat-area_um2 939.7 \
    timing.max_cap.violations 0 \
    placed_area_um2 1050 \
    worstHoldEndpoint "cnt[1]" \
    grt_max_degree 19 \
    flop_area_um2 360.3 \
    finalCritPeriodShare 0.7965 \
    path_max_fanout 6 \
    yosys-top-cells-area "dfxtp_1 38%, a211oi_1 8.8%, xnor2_1 6.5%" \
    ys_ff 18 \
    grt_overflow_total 0 \
    drt-pass1-iter-count 4 \
    hp-start "cnt[1]" \
    clock_skew_ns 0.001778 \
    avgSynthCellArea_um2 9.303 \
    r2r_setup_slack_ns 0.61 \
    end_kind "flop" \
    die_w_um 84 \
    clk_pin_slew_ns 0.07 \
    ctsResizeCount 0 \
    io_pins 4 \
    arrival_ns 2.24 \
    drc_errors 0 \
    ir_worst_vdd_mv 0.3195 \
    period_needed_ns 2.071 \
    warnings 25 \
    final-setup-viol-count 0 \
    dp_hpwl_mm 1.362 \
    cp-start-kind "input port" \
    p_total_w 0.0004992 \
    tightest_slew_ns 0.6109 \
    status "finished clean" \
    fin_setup_tns_ns 0 \
    yosys_warnings 1 \
    logic_area_um2 555.5 \
    path_class "input port to flop" \
    grt_pass1_wl_mm 3.339 \
    postLayoutSetupSlackWorst_ns 0.5292 \
    seq_area_frac_synth 0.3835 \
    synthCells 101 \
    die_area_um2 7056 \
    clockBufferDepth 2 \
    insertedDiodeCount 0 \
    clock_latency_ns 0.25 \
    r2r-end "div_en" \
    post-place-ws_ns 0.2746 \
    powerDensity_nw_per_um2 457.6 \
    vias_per_cell 5.134 \
    grtUsageTotal 0.05429 \
    synthesis.area_um2 939.7 \
    fillers 412 \
    numCtsBuffers 3 \
    power.leakage_nw 0.3153 \
    wl_per_cell_um 12.63 \
    hold_class "flop to flop" \
    drt_iter0_drc 36 \
    via_count 806 \
    hold_buffers 0 \
    place_inst 154 \
    port-buffer-count 3 \
    ant_nets 0 \
    hold_depth 2 \
    hold_viol 0 \
    antenna_found_initial 0 \
    timing.rr.start "cnt[11]" \
    cts_sinks 18 \
    flop_cell "dfxtp_1" \
    rsz0062_at_grt "no" \
    grt_pass1_vias 718 \
    initial_core_util 0.2366 \
    top_area_cell "dfxtp_1" \
    yosysTopAreaCellShare 0.3835 \
    cts_root_buf "clkbuf_8" \
    synth-edff-count 0 \
    slew_violations 0 \
    coreArea_um2 3971 \
    layoutNonFillerInstCount 157 \
    ff2ff_path_depth 5 \
    async_flop_share 0 \
    yosysUniqueCellTypes 35 \
    fmax_ghz 0.4829 \
    routabilityCongestion 0.8527 \
    die_y_um 84 \
    post_cts_buffers 0 \
    worstPathRequired_ns 2.77 \
    cts.htree.levels 1 \
    syn_to_final_growth_pct 16.11 \
    cts_tree "built" \
    max-slew-margin-rel 0.5900 \
    ys_cells 101 \
    rows 23 \
]
cell usage after synthesis, types with 2 or more instances:
library cell,instances
nand2b_1,3
a21oi_1,3
dfxtp_1,18
xor2_1,4
clkbuf_1,3
nor2b_1,2
and4_1,2
nand4_1,5
or3_1,2
xnor2_1,7
a211oi_1,11
a221oi_2,2
nor2_1,3
nor4_1,5
nand3_1,4
nand2_1,6
o21ai_1,3
logic make-up (layout without fill, tap and decap cells):
group / count (synthesis) / after routing / synth area share
AOI/OAI and AO/OA: 26 / 26 / 0.2117
xor gates and xnor gates: 11 / 11 / 0.1025
adders and majority gates: 1 / 1 / 0.01331
buffers and inverters: 6 / 12 / 0.02529
DFF: 18 / 18 / 0.3835
and+or+nand+nor: 39 / 39 / 0.2637
layout by cell type (no fill, tap or decap), types with 2 or more instances in the layout:
cell type,n
nand3_1,4
a21oi_1,3
clkdlybuf4s50_1,3
and4_1,2
nand2b_1,3
o21ai_1,3
nand2_1,6
nor2b_1,2
buf_4,5
nor2_1,3
a221oi_2,2
nor4_1,5
nand4_1,5
xnor2_1,7
a211oi_1,11
clkbuf_8,3
or3_1,2
xor2_1,4
dfxtp_1,18
power by group:
| part | switching, W | total, W | internal [W] |
|---|---|---|---|
| registers | 0.00000276 | 0.000281 | 0.000279 |
| clock network | 0.0000894 | 0.000192 | 0.000103 |
| logic | 0.0000143 | 0.0000256 | 0.0000113 |
| total | 0.000106 | 0.000499 | 0.000393 |
layer usage:
metal  GRT usage  vias to the layer above  share of wire
met2     0.07944                       14           0.42
met3     0.01476                        2          0.037
met4     0.01065                        0          0.018
li1            -                      406              -
met5           0                        -              0
met1     0.07755                      384           0.53
metrics by stage:
step,util,hold WS [ns]
finish,0.2747,0.4949
global route,0.2747,0.5402
CTS,0.2747,0.4972
floorplan,-,0.4633
global placement,0.2643,0.4739
detailed placement,0.2643,0.4878
how the worst max path moves through the flow:
stage	start	end	cells after the start
CTS	EN	cnt[16]	5
global route	EN	cnt[14]	5
finish	EN	cnt[16]	5
area by class of cell:
class | instances | share of cell area
clock buffer | 3 | 0.03784
inverter | 1 | 0.003440
multi-input combinational | 77 | 0.5092
sequential | 18 | 0.3303
tap | 50 | 0.05734
timing repair buffer | 8 | 0.06193
registers in the layout, indices dropped and copies added (netlist names):
register / count
div_en: 1
cnt: 17
worst max-delay path, stage by stage:
cell	delay (ns)
clkdlybuf4s50_1	0.57
nand3_1	0.16
or3_4	0.41
or3_1	0.37
a221oi_2	0.22
Power figures rest on the tool's default switching activity, not on a simulated workload.
