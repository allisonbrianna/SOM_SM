### design/flow/run.sh
#!/bin/bash
# OpenROAD 26Q1-2900-gdf79404cd8, Yosys 0.63+post, stock flow scripts
make -C /OpenROAD-flow-scripts/flow DESIGN_CONFIG=/design/flow/config.mk WORK_HOME=/design/flow/orfs finish
### design/flow/config.mk
export PLATFORM = sky130hd
export DESIGN_NAME = clock_div
export DESIGN_NICKNAME = clock_div
export VERILOG_FILES = /design/flow/design.v
export SDC_FILE = /design/flow/constraint.sdc
export NUM_CORES = 4
export LEC_CHECK = 1
export CORE_AREA = 10 10 75 75
export DIE_AREA = 0 0 85 85
### design/flow/constraint.sdc
current_design clock_div

set clk_period 2.0
set clk_io_pct 0.2

create_clock -name clk0 -period $clk_period [get_ports {CLOCK}]

set non_clock_inputs [all_inputs -no_clocks]
set_input_delay [expr $clk_period * $clk_io_pct] -clock clk0 $non_clock_inputs
set_output_delay [expr $clk_period * $clk_io_pct] -clock clk0 [all_outputs]
### design/flow/design.v
module clock_div
    #(parameter DIV_VALUE=75000)(
    input  RESET,
    input  CLOCK,
    output DIV);
localparam DIV_WIDTH = $clog2(DIV_VALUE);
reg [DIV_WIDTH-1:0]cnt;
reg div_en;
assign DIV = div_en;
always @ (posedge CLOCK)
begin
    if (RESET) begin
        div_en <= 1'b0;
        cnt    <= 1'b0;
    end
    else if (cnt < DIV_VALUE) begin
        div_en <= 1'b0;
        cnt    <= cnt + 1'b1;
    end
    else begin
        div_en <= 1'b1;
        cnt    <= 7'b0;
    end
end
endmodule
==> run summary <==
flow finished, numbers: Avg Cell Area, Syn=8.87 um^2, gr ovfl total=0, WS Path Type=reg2reg, DRT Pass-1 Iters=4, Max Root-Sink Buffers=2, slowest CP cell=a211o_1, crit path launch type=flip-flop, Die Ht=85 um, CP arrival=1.72 ns, clk sinks=18, Min-Delay Endpoint=cnt[0], fin crit share=0.801, Psw=120 uW, # setup viols final=0, Worst-Margin Slew=0.522 ns, fraction of layout cells with a size suffix above 1=0.0638, Placement Cell Area=873 um^2, Fin. Hold Viols=0, Pint=504 uW, total CTS buffers=3, setup TNS=0 ns, Post CTS Setup Buffer Count=0, detailed-route wire length per cell=9.67 um, Final min period=1.60 ns, number of global-route vias before repair=594, post-synthesis sequential area ratio=0.437, yosys stat chip area=825 um^2, cells after synthesis=93, clock-pin slew on the worst setup and hold paths=0.06 ns, Final Max Slew Viols=0, GP Congestion=0.800, initial antenna violation count=0, CTS HTree Levels=1, worst hold margin=0.445 ns, clk latency late pin=0.24 ns, Clock Power Share=0.378, n_diodes=0, Die Size=7230 um^2, I/O Buffers=2, first-pass GRT wire length=2.60 mm, Pre-Place Util=0.203, RR Startpoint=cnt[11], I/O Pins=3, row count=23, CTS tree=yes, Worst Path Max Fanout=17, Core Util, Final=0.225, worst hold path depth=1, DR vias=621, Final Power=624 uW, Worst VDD drop=0.195 mV, Synth cell types=24, Worst EP required=2.11 ns, cells on worst reg2reg path=4, worst path cell trace=nor4_2 > and4_1 > a211o_1 > nor2_1, Yosys Warn Count=1, # Cells Yosys=93, Comb pwr share=0.030, hpwl dp=968 um, R2R setup slack=0.40 ns, chip width=85 um, Detailed Route WL=1.39 mm, DRC=0, drt initial violations=59, worst hold path type=reg2reg, slowest cell delay on critical path=0.46 ns, Log Warnings=25, RSZ-0062 raised after global routing=no, Total GRT Usage=0.0399, fmax=624 MHz, Post-CTS Hold Buffers=0, number of max-cap violations=0, WP buf/inv=0, reg2reg end=cnt[13], Mapped Area=825 um^2, Power Density=682 nW/um^2, CP endpoint kind=flip-flop, Crit path max-delay family=simple AND/OR/NAND/NOR gates, PostCTS Resize Cnt=0, Sw Ratio=0.192, synthesis-stage register bit count=18, Seq pwr share=0.592, pin count of the biggest net entering global routing=18, Area Growth Syn to Fin=10.9%, Worst Skew=0.00119 ns, Routed Antenna Nets=0, Slew headroom=0.652, Pleak=0.298 nW, vias per inst=4.31, run status=finished, final reports clean, post-route cell area=915 um^2, hold path start=cnt[0], Root Driver=clkbuf_8, core box area=4060 um^2
## sequential cells by signal (all words and copies together) (netlist names)
name,cells
cnt,17
div_en,1
## kinds of logic after synthesis
kind of cell / after synthesis / share of synthesized area
buffers and inverters: 5 / 0.0455
XOR/XNOR: 15 / 0.159
AND-OR/OR-AND: 5 / 0.0410
adder cells (fa/ha/maj): 1 / 0.0152
flip-flops: 18 / 0.437
AND/OR/NAND/NOR: 49 / 0.302
## cell usage in the layout, fill, tap and decap left out
cell / n
clkdlybuf4s50_1: 2
nand3_1: 7
inv_1: 1
clkbuf_8: 3
nor4_2: 1
and4_4: 1
a21o_1: 1
and2b_1: 1
a21oi_1: 2
xnor2_1: 12
a211o_1: 1
dfxtp_1: 18
xor2_1: 3
nor2_1: 21
nor4_1: 4
o31ai_1: 1
nand2_1: 5
nor3_1: 4
nand4_2: 1
and4_1: 1
nand4_1: 3
ha_1: 1
## worst max path at each step
stage           start      end  slack [ns]  cells past startpoint
CTS           cnt[14]  cnt[10]        0.38                      4
global route  cnt[11]  cnt[13]        0.21                      4
finish        cnt[11]  cnt[13]        0.40                      4
## through the flow
step / std cells / worst slack, ns
6_report: 144 / 0.397
5_1_grt: 144 / 0.210
4_1_cts: 144 / 0.380
3_5_place_dp: 141 / 0.401
3_3_place_gp: 141 / 0.444
2_1_floorplan: 93 / 0.610
## Yosys cell counts, drive strengths merged
cell | instances | area [um^2]
xor2 | 3 | 26.3
nor2 | 21 | 78.8
ha | 1 | 12.5
clkbuf | 1 | 3.75
nand4 | 4 | 31.3
nor4 | 5 | 37.5
dfxtp | 18 | 360
a211o | 1 | 8.76
inv | 1 | 3.75
xnor2 | 12 | 105
o31ai | 1 | 7.51
nand3 | 7 | 35.0
nand2 | 5 | 18.8
and4 | 2 | 20.0
nor3 | 4 | 20.0
buf | 3 | 30.0
and2b | 1 | 7.51
a21o | 1 | 7.51
a21oi | 2 | 10.0
## power groups by stage
| stage | logic, mW | clock network [mW] | registers (mW) |
|---|---|---|---|
| 6_report | 0.0187 | 0.236 | 0.369 |
| 4_1_cts | 0.0191 | 0.246 | 0.369 |
| 5_1_grt | 0.0220 | 0.262 | 0.370 |
## worst reg2reg max path: stages, from the launching register on
cell,delay [ns]
dfxtp_1,0.36
nor4_2,0.28
and4_1,0.25
a211o_1,0.46
nor2_1,0.11
## layout make-up
type | count | area [um^2]
Sequential cell | 18 | 360
Clock buffer | 3 | 41.3
Tap cell | 50 | 62.6
Fill cell | 429 | 3140
Multi-Input combinational cell | 70 | 427
Inverter | 1 | 3.75
Timing Repair Buffer | 2 | 20.0
## routing by layer
layer  up-vias  track usage  part of all wire
met5         -            0                 0
met4         0       0.0135             0.028
met3         4      0.00385            0.0065
met2         5       0.0668              0.48
met1       294       0.0523              0.48
li1        318            -                 -
Power figures rest on the tool's default switching activity, not on a simulated workload.
